## flow/config.mk

```make
export PLATFORM = sky130hd
export DESIGN_NAME = registers
export DESIGN_NICKNAME = registers
export VERILOG_FILES = /design/flow/design.v
export SDC_FILE = /design/flow/constraint.sdc
export NUM_CORES = 4
export LEC_CHECK = 1
export CORE_UTILIZATION = 40
```

## flow/constraint.sdc

```tcl
current_design registers

set clk_period 6.4
set clk_io_pct 0.2

create_clock -name clk0 -period $clk_period [get_ports {clk}]

set non_clock_inputs [all_inputs -no_clocks]
set_input_delay [expr $clk_period * $clk_io_pct] -clock clk0 $non_clock_inputs
set_output_delay [expr $clk_period * $clk_io_pct] -clock clk0 [all_outputs]
```

## flow/design.v

```verilog
`default_nettype none
`timescale 1ns/1ns
module registers #(
    parameter THREADS_PER_BLOCK = 4,
    parameter THREAD_ID = 0,
    parameter DATA_BITS = 8
) (
    input wire clk,
    input wire reset,
    input wire enable,  
    input reg [7:0] block_id,
    input reg [2:0] core_state,
    input reg [3:0] decoded_rd_address,
    input reg [3:0] decoded_rs_address,
    input reg [3:0] decoded_rt_address,
    input reg decoded_reg_write_enable,
    input reg [1:0] decoded_reg_input_mux,
    input reg [DATA_BITS-1:0] decoded_immediate,
    input reg [DATA_BITS-1:0] alu_out,
    input reg [DATA_BITS-1:0] lsu_out,
    output reg [7:0] rs,
    output reg [7:0] rt
);
    localparam ARITHMETIC = 2'b00,
        MEMORY = 2'b01,
        CONSTANT = 2'b10;
    reg [7:0] registers[15:0];
    always @(posedge clk) begin
        if (reset) begin
            rs <= 0;
            rt <= 0;
            registers[0] <= 8'b0;
            registers[1] <= 8'b0;
            registers[2] <= 8'b0;
            registers[3] <= 8'b0;
            registers[4] <= 8'b0;
            registers[5] <= 8'b0;
            registers[6] <= 8'b0;
            registers[7] <= 8'b0;
            registers[8] <= 8'b0;
            registers[9] <= 8'b0;
            registers[10] <= 8'b0;
            registers[11] <= 8'b0;
            registers[12] <= 8'b0;
            registers[13] <= 8'b0;               
            registers[14] <= THREADS_PER_BLOCK;  
            registers[15] <= THREAD_ID;          
        end else if (enable) begin 
            registers[13] <= block_id;  
            if (core_state == 3'b011) begin 
                rs <= registers[decoded_rs_address];
                rt <= registers[decoded_rt_address];
            end
            if (core_state == 3'b110) begin 
                if (decoded_reg_write_enable && decoded_rd_address < 13) begin
                    case (decoded_reg_input_mux)
                        ARITHMETIC: begin 
                            registers[decoded_rd_address] <= alu_out;
                        end
                        MEMORY: begin 
                            registers[decoded_rd_address] <= lsu_out;
                        end
                        CONSTANT: begin 
                            registers[decoded_rd_address] <= decoded_immediate;
                        end
                    endcase
                end
            end
        end
    end
endmodule
```

## flow/run.sh

```bash
#!/bin/bash
# OpenROAD 26Q1-2900-gdf79404cd8, Yosys 0.63+post, stock flow scripts
make -C /OpenROAD-flow-scripts/flow DESIGN_CONFIG=/design/flow/config.mk WORK_HOME=/design/flow/orfs finish
```

==> flow.log <==
[metrics] run summary
[metrics] run status: finished, final reports clean
[metrics] Inst Count DP: 838
[metrics] Area contributors post-synth: edfxtp_1 51%, mux4_2 19%, nor2_1 5.3%, dfxtp_1 4.2%, nand2b_1 2.9%
[metrics] Crit path largest cell delay: 720 ps
[metrics] sequential cell area fraction in the yosys report: 0.548
[metrics] detailed-router iteration count before antenna repair: 5
[metrics] number of buffers on the longest clock path: 2
[metrics] Yosys Instances: 550
[metrics] number of nets with antenna violations after routing: 0
[metrics] maximum number of pins on one net before global-route repair: 39
[metrics] pwr dens: 263 nW/um2
[metrics] maximum fanout along the worst path: 25
[metrics] library cell occupying the most area in the post-synthesis netlist: edfxtp_1
[metrics] Max-slew headroom: 0.232
[metrics] drc violations: 0
[metrics] count of buffers from port buffering: 68
[metrics] I/O pins: 69
[metrics] Worst Path Arrival: 3980 ps
[metrics] number of OpenROAD warnings: 25
[metrics] Area Overhead vs Synth: 20.3%
[metrics] synthesized instance count: between 500 and 600
[metrics] Antenna Cells: 0
[metrics] maximum vdd ir drop: around 0.17 mV
[metrics] CTS tree: built
[metrics] reg-to-reg setup timing slack: roughly 4700 ps
[metrics] Sum Neg Setup Slack: 0 ps
[metrics] Core Box Area: 18600 um2
[metrics] number of warnings printed during yosys synthesis: 1
[metrics] share of cells above drive strength 1: 0.215
[metrics] max-capacitance violation count: 0
[metrics] global-route wire length before repair: around 30000 um
[metrics] clock latency on the worst-skew pair: 420 ps
[metrics] most used flip-flop cell: edfxtp_1
[metrics] Crit path required time: approximately 6500 ps
[metrics] Worst Max-Slew Pin Slew: roughly 1100 ps
[metrics] area share of the largest cell type after synthesis: 0.506
[metrics] overall die width: 140 um
[metrics] type of the worst setup path: in2reg
[metrics] number of clock sinks seen by CTS: 144
[metrics] setup skew after layout: 8.33 ps
[metrics] Routed WL: 19900 um
[metrics] Crit. Startpoint: decoded_reg_input_mux[0]
[metrics] minimum clock period after layout: between 3000 and 4000 ps
[metrics] overflow left after global routing: 0
[metrics] leading post-synthesis cells by instance count: 128 x edfxtp_1, 107 x nor2_1, 64 x mux4_2
[metrics] # Post-CTS Setup Buffers: 0
[metrics] synthesis-stage register bit count: 144
[metrics] worst r2r src: registers[11][3]
[metrics] cts-stage hold buffer count: 0
[metrics] antenna violations before repair: 0
[metrics] # fillers: 1541
[metrics] post-placement setup slack: between 2000 and 2500 ps
[metrics] destination of the critical timing path: registers[6][4]
[metrics] share of the core filled with cells: 0.490
[metrics] static leakage: 3.06 nW
[metrics] overall track demand over capacity in global routing: 0.229
[metrics] Setup crit start kind: input pin
[metrics] worst-path cell with the longest stage delay: clkdlybuf4s50_1
[metrics] iteration-0 DRC count of the detailed router: 358
[metrics] final setup slack of the worst path: between 2000 and 2500 ps
[metrics] FFs w/ async S/R, synth: 0
[metrics] Clk pin slew, worst setup/hold paths: 60 ps
[metrics] number of max-slew violations in the final report: 0
[metrics] synthesized area divided by synthesized cell count: 13.8 um2
[metrics] leading cell type by number of instances after synthesis: edfxtp_1
[metrics] CP endpoint kind: register
[metrics] Vert. Die Dim: around 140 um
[metrics] number of global-route vias before repair: 5130
[metrics] number of synthesized flops with an enable pin: 128
[metrics] post-CTS resize count: 0
[metrics] area of the synthesized netlist per yosys stat: 7600 um2
[metrics] Setup violations, final: 0
[metrics] Final Cycle Share: 0.611
[metrics] worst slack on hold paths: approximately 470 ps
[metrics] core utilization before placement: 0.408
[metrics] Final Instance Area: 9140 um2
[metrics] Cell Chain, Critical Path: clkdlybuf4s50_1, and2_1, nor4_1, nand2_1, nand2b_1
[metrics] final HPWL from detailed placement: 14100 um
[metrics] detailed-route vias per instance: approximately 5.9
[metrics] endpoint of the lowest-slack register-to-register path: rs[3]
[metrics] chip area: 19600 um2
[metrics] total cell area at the placement stage: 8520 um2
[metrics] post-synthesis instance area: about 7600 um2
[metrics] final std cells w/o fill: 870
[metrics] Clock H-tree levels: 4
[metrics] number of clock buffers inserted by TritonCTS: 17
[metrics] number of distinct library cells after synthesis: 38
[metrics] clock tree root driver cell: clkbuf_16
[metrics] FF-to-FF path depth: 3
[metrics] Vias: 5100
[metrics] weighted congestion reported at the end of routability-driven placement: 0.933
[metrics] highest clock frequency the design can meet: 256 MHz
[metrics] RSZ-0062 raised after global routing: no
[metrics] total count of hold-check failures in the final report: 0
[metrics] Core Rows: 50
[metrics] type of the most critical hold path: reg2reg
[metrics] Design Power: 2.40 mW
[metrics] routed wirelength normalized by instance count: 22.8 um
==> layout by cell type (no fill, tap or decap), drive strengths merged, types with 10 or more instances in the layout <==
cell,count
clkbuf,17
nor4,10
nand3,10
nor2,107
nand2,31
nand2b,35
nand3b,10
dfxtp,16
conb,16
o211ai,12
buf,19
a22oi,10
clkdlybuf4s50,66
mux4,64
edfxtp,128
==> flip-flops by register name (all words and copies together), names as in the netlist <==
signal     flops
rt             8
registers    128
rs             8
==> layer usage <==
layer  track usage  vias up  routed length, um
met5             0        -                  0
met1         0.323     2476               7590
met3         0.148       31               3030
met2         0.321      310               8820
met4        0.0335        0                437
li1              -     2283                  -
==> critical path: cells and delay by family <==
| kind | cells | cell delay (ps) |
|---|---|---|
| buffers and inverters | 1 | 720 |
| AND/OR/NAND/NOR | 4 | 1970 |
==> report_power, final <==
group          total, mW  switching (mW)  internal [mW]  leakage, nW
registers           1.11          0.0336           1.07         1.36
clock network       1.03           0.379          0.649        0.298
logic              0.264           0.130          0.134         1.41
==> cell families (layout without fill, tap and decap cells) <==
kind of cell / Yosys count / count (layout) / synth area share
AND-OR/OR-AND: 57 / 57 / 0.0685
other: 2 / 16 / 0.000988
buffers and inverters: 46 / 118 / 0.0298
multiplexers: 76 / 76 / 0.207
AND/OR/NAND/NOR: 225 / 225 / 0.146
flip-flops: 144 / 144 / 0.548
==> layout make-up <==
cell class | instances | area, um2 | share of cell area
multi-input cells | 374 | 3260 | 0.357
repair buffers | 85 | 798 | 0.0873
clock buffers | 17 | 425 | 0.0465
well taps | 234 | 293 | 0.0320
inverters | 1 | 3.75 | 0.000411
flip-flops and latches | 144 | 4160 | 0.456
clock inverters | 15 | 193 | 0.0211
==> worst min-delay path by stage <==
stage	from	to	slack, ps	cells after the start
5_1_grt	rt[2]	rt[2]	500	2
6_report	rs[5]	rs[5]	470	2
4_1_cts	rs[5]	rs[5]	480	2
Power is estimated from default activity; no workload was simulated.
